<file path="design/flow/config.mk">
export PLATFORM = sky130hd
export DESIGN_NAME = alu
export DESIGN_NICKNAME = alu
export VERILOG_FILES = /design/flow/design.v
export SDC_FILE = /design/flow/constraint.sdc
export NUM_CORES = 4
export LEC_CHECK = 1
export CORE_AREA = 10 10 70 70
export DIE_AREA = 0 0 80 80
</file>
<file path="design/flow/constraint.sdc">
current_design alu

set clk_period 3.7
set clk_io_pct 0.2

create_clock -name clk0 -period $clk_period [get_ports {clk}]

set non_clock_inputs [all_inputs -no_clocks]
set_input_delay [expr $clk_period * $clk_io_pct] -clock clk0 $non_clock_inputs
set_output_delay [expr $clk_period * $clk_io_pct] -clock clk0 [all_outputs]
</file>
<file path="design/flow/design.v">
module alu(
    input clk,
    input rst,
    input [3:0]a, 
    input [3:0]b,
    input [2:0]op,
    output reg [3:0]result
);
parameter add=3'b000, sub=3'b001, andd=3'b010, orr=3'b011, nott=3'b100; 
always@(posedge clk)
begin
  if(rst)
        result<=0;
  else 
    begin 
        case(op)
        add: result<= a+b;
        sub: result<= a-b;
        andd: result<= a&b;
        orr: result<= a|b;
        nott: result <= (a != 0) ? ~a : ~b;
        endcase  
    end 
end 
endmodule 
</file>
<file path="design/flow/run.sh">
#!/bin/bash
# OpenROAD 26Q1-2900-gdf79404cd8, Yosys 0.63+post, stock flow scripts
make -C /OpenROAD-flow-scripts/flow DESIGN_CONFIG=/design/flow/config.mk WORK_HOME=/design/flow/orfs finish
</file>
==> deck_impl_summary.md <==
Synthesis and Place & Route Summary

GRT
  • Largest net degree at the start of global routing: 11
  • Vias in the first global route: 587
  • Initial antenna violation count: 0
  • First-pass GRT wire length: 2660 um
  • Remaining Overflow, GRT: 0
  • Total GRT Usage: 4.93%

Logic synthesis
  • Syn Inst Count: 69
  • Largest area contributor in the netlist: dfxtp_1
  • Post-synth seq share: 14.8%
  • Ys flops: 4
  • Synth unique cells: 31
  • Avg Inst Size Synth: 7.83 sq um
  • Warnings, synthesis: 1
  • Synth Cell Area: 541 sq um
  • Largest cells by area: dfxtp_1 (15%), ha_1 (14%), a211oi_1 (5.6%)
  • Yosys stat area: 541 sq um
  • Ys cells: 69
  • Max-area cell share: 14.8%

Layout
  • Fin cells: 133
  • Final Instance Area: 776 sq um
  • FILL cells: 395
  • Biggest register: result
  • Biggest regs: result (4)
  • Layout Area Growth over Synthesis: 43.5%
  • Post-layout util: 22.7%
  • Max reg flops: 4
  • Share of layout cells above drive strength 1: 9.20%

STA
  • RSZ-0062 raised after global routing: false
  • Setup TNS: 0 ns
  • Fin. max-slew vios: 0
  • Relative slew slack: 71.9%
  • Min Tclk post-route: 3.11 ns
  • Fmax: 322 MHz
  • Final hold violations: 0
  • Tcrit/Tclk final: 84.0%
  • Slew @ Worst Pin: 0.421 ns
  • Final setup viols: 0
  • Post-Route Skew: 0 ns

Placed design
  • DP Area: 753 sq um
  • Dpl cells: 130
  • Port Buffers: 16
  • Dpl hpwl: 1310 um
  • Final Wtd Congestion: 0.952

Drt
  • Drt initial violations: 44
  • Drt wl/cell: 11.4 um
  • Vias per inst: 4.27
  • Post-DRT Antenna Nets: 0
  • Routed vias: 568
  • DR pass1 iterations: 4
  • Drt total wl: 1520 um
  • DRC viols: 0
  • Diodes inserted: 0

Power and ir drop
  • Power Total: 0.185 mW
  • P_leak: 0.292 nW
  • Power Density: 238 nW/um^2
  • Peak supply drop: 0.0442 mV

Status
  • Status: completed

Clock tree
  • CTS Buffer Depth: 2
  • Sink Count: 4
  • CTS clk-pin slew, worst paths: 0.04 ns
  • Total CTS buffers: 3
  • Hold-fix buffers at CTS: 0
  • Late-Pin Clk Latency: 0.23 ns
  • CTS HTree Levels: 1
  • CTS resizes: 0
  • Root cell of the clock tree: clkbuf_4
  • Post CTS Setup Buffer Count: 0
  • CTS tree: yes

Critical path
  • CP startpoint: op[0]
  • Critical path fanouts, max: 9
  • CP Data Arrival Time: 3.24 ns
  • Startpoint types: primary input
  • CP required: 3.83 ns
  • Crit path capture type: flop
  • Worst Path Class, Setup: in -> reg
  • R2R Path Start: result[3]$_SDFFE_PP0P_

Floorplan
  • Num ports: 17
  • Fp_density: 15.8%
  • Core Area: 3420 sq um
  • Height of the die: 80 um
  • Full die area: 6400 sq um
  • DIE WIDTH: 80 um
  • # rows: 21

Job
  • OpenROAD warning count: 27
  • Max-cap violations: 0

Hold path
  • HP Start: result[0]$_SDFFE_PP0P_
  • Hold Path Class: reg -> reg
cell usage in the layout (no fill, tap or decap):
cell and n:
a2111oi_2 1, a211oi_1 4, a21oi_1 5, a221oi_1 1, a311oi_1 3, a31oi_1 2
a32oi_1 1, and2_4 1, buf_4 2, clkbuf_4 3, clkdlybuf4s50_1 16, dfxtp_1 4
fa_1 1, ha_1 6, inv_1 8, maj3_1 1, mux2_2 1, nand2b_1 2
nor2_1 8, nor2b_1 1, nor3_1 1, nor3b_1 2, nor4b_1 1, o211ai_1 1
o21ai_0 4, o31ai_1 1, or2_1 1, or2b_1 1, or3_1 1, xnor2_1 2
xor2_1 1
final timing paths:
check	slack [ns]	depth (start not counted)	endpoint
setup reg to reg	2.55	4	result[3]$_SDFFE_PP0P_
hold reg to reg	0.55	2	result[0]$_SDFFE_PP0P_
hold / removal	0.55	2	result[0]$_SDFFE_PP0P_
setup / recovery	0.59	9	result[3]$_SDFFE_PP0P_
cells by family after synthesis:
group / count (synthesis) / synth area share (%)
multiplexers: 1 / 2.08
AND-OR/OR-AND: 23 / 29.9
flip-flops: 4 / 14.8
AND/OR/NAND/NOR: 19 / 19.7
buffers and inverters: 11 / 9.26
adder cells (fa/ha/maj): 8 / 19.4
XOR/XNOR: 3 / 4.86
cells in the mapped netlist, drive strengths merged:
library cell and number:
maj3 1, buf 2, or3 1, nor2b 1
clkbuf 1, or2 1, ha 6, a31oi 2
a21oi 5, fa 1, o31ai 1, a211oi 4
nor3 1, o21ai 4, nor3b 2, a221oi 1
o211ai 1, a32oi 1, mux2 1, nand2b 2
or2b 1, dfxtp 4, and2 1, a311oi 3
a2111oi 1, xnor2 2, nor2 8, inv 8
nor4b 1, xor2 1
where the power goes:
part	total, mW	switching, mW	leakage, nW	internal (mW)
Clock	0.0524	0.0163	0.0138	0.0362
Sequential	0.0507	0.00296	0.0333	0.0478
Combinational	0.0819	0.0373	0.245	0.0446
Total	0.185	0.0565	0.292	0.128
worst max-delay path, stage by stage:
cell and delay (ns):
clkdlybuf4s50_1 0.61, nor3b_1 0.42, mux2_2 0.41, inv_1 0.06, ha_1 0.21, nor2b_1 0.12
o21ai_0 0.20, a221oi_1 0.12, a2111oi_2 0.34
through the flow:
| stage | hold slack [ns] | worst slack (ns) |
|---|---|---|
| final | 0.549 | 0.590 |
| after global routing | 0.574 | 0.309 |
| after CTS | 0.553 | 0.599 |
| after detailed placement | 0.548 | 0.354 |
| after global placement | 0.534 | 0.458 |
| after floorplan | 0.498 | 1.07 |
area by class of cell:
type	count	area [sq um]	share of cell area, %
clock buffers	3	22.5	2.90
inverters	8	30.0	3.87
repair buffers	18	175	22.6
multi-input cells	54	410	52.9
well taps	46	57.6	7.42
flip-flops and latches	4	80.1	10.3
per-layer routing:
metal  global-route usage (%)  part of all wire, %  vias to the layer above
met3                     1.59                  8.0                        2
li1                         -                    -                      289
met1                     6.25                   43                      261
met2                     7.95                   48                       16
met5                        0                    0                        -
met4                     1.06                 0.26                        0
No activity file was given, so power comes from the tool's default toggle rates.
